File: flow/config.mk
export PLATFORM = sky130hd
export DESIGN_NAME = ssg_display
export DESIGN_NICKNAME = ssg_display
export VERILOG_FILES = /design/flow/design.v
export SDC_FILE = /design/flow/constraint.sdc
export NUM_CORES = 4
export LEC_CHECK = 1
export CORE_UTILIZATION = 40
File: flow/constraint.sdc
current_design ssg_display

set clk_period 6.3
set clk_io_pct 0.2

create_clock -name clk0 -period $clk_period [get_ports {clk}]

set non_clock_inputs [all_inputs -no_clocks]
set_input_delay [expr $clk_period * $clk_io_pct] -clock clk0 $non_clock_inputs
set_output_delay [expr $clk_period * $clk_io_pct] -clock clk0 [all_outputs]
File: flow/design.v
`timescale 1ns / 1ps
module clkEnable_gen
	#(parameter DES_CLOCK = 1000,
	parameter SYS_CLOCK = 5000000) 
	(
    output reg enable,
    input clock,
	 input greset
    );
	 reg [31:0]count;
	 reg lreset;
	 wire rst;
	 initial count =31'b1;
	 initial lreset = 1;
	 initial enable = 0;
	 assign rst = greset | lreset;
	 always @(posedge clock)
	 begin
		if(rst)
			count <= 1;
		else
			count <= count+1;
	 end
	 always @*
	 begin
		if(count==DES_CLOCK)
		begin
			enable = 1;
			lreset = 1;
		end
		else
		begin
			enable = 0;
			lreset =0;
		end
	 end
endmodule
`timescale 1ns / 1ps
module ssg_display(
	 input clk,
	 input greset,
	 output [7:0] sseg_cathode,
	 output [3:0] sseg_anode
    );
	 wire dp;
	 assign dp = 1;
	 wire clkEnable_100Hz,clkEnable_25Hz;
	 clkEnable_gen #(.DES_CLOCK(250000)) Clock_100Hz (
		.enable(clkEnable_100Hz), 
		.clock(clk),
		.greset(greset));
	clkEnable_gen #(.DES_CLOCK(6000000)) Clock_25Hz (
		.enable(clkEnable_25Hz), 
		.clock(clk),
		.greset(greset));
	 wire [15:0] BCDCount;
	 vCounter4DigitBCD BCDCounter_4Dig(.enable(clkEnable_25Hz),
		.clk(clk),
		.count(BCDCount),
		.grst(greset)
		);
	reg [1:0] cnt;
	initial cnt = 2'b0;
	always @(posedge clk)
	begin
		if (clkEnable_100Hz)
			cnt = cnt + 1;
		else
			cnt = cnt;
	end
	wire [3:0] hex_in;
	assign sseg_anode = (cnt == 2'b00)? 4'b0111 : ( cnt==2'b01 )? 4'b1011:( cnt==2'b10 )?4'b1101 : 4'b1110;
	assign hex_in = ( cnt == 0 )? BCDCount[15:12] : ( cnt == 1 )? BCDCount[11:8] : ( cnt == 2 )? BCDCount[7:4] : BCDCount[3:0];
	hex_to_sseg hexToSSEG(
		.hex(hex_in),
		.dp(dp),
		.sseg(sseg_cathode)
		);
endmodule
`timescale 1ns / 1ps
module vCounter(
	 input enable,
    input clk,
    output reg [3:0] count,
	 output carryout,
	 input grst
    );
	initial count = 3'b0;
	always@(posedge clk)
	begin
	if(grst)
		count <= 0;
	else if(enable)
		begin
			if(carryout)
				count <= 0;
			else
				count <= count+1;
		end
	else
		count <= count;		
	end
	assign carryout = count[3]&count[0];  
endmodule
`timescale 1ns / 1ps
module vCounter4DigitBCD(
    input clk,
    output [15:0]count,
    input enable,
	 output cout,
	 input grst
    );
	wire [3:0]w0,w1,w2,w3;
	wire c_out0,c_out1,c_out2;
	wire rco0,rco1,rco2,rco3;
	assign rco0 = enable;
	assign rco1 = rco0 & c_out0;
	assign rco2 = rco1 & c_out1;
	assign rco3 = rco2 & c_out2;
	vCounter counterDigit0(
		.enable(rco0),
		.carryout(c_out0),
		.clk(clk), 
		.count(w0),
		.grst(grst)
	);
	vCounter counterDigit1(
		.enable(rco1),
		.carryout(c_out1),
		.clk(clk), 
		.count(w1),
		.grst(grst)
	);
	vCounter counterDigit2(
		.enable(rco2),
		.carryout(c_out2),
		.clk(clk), 
		.count(w2),
		.grst(grst)
	);
	vCounter counterDigit3(
		.enable(rco3),
		.carryout(cout),
		.clk(clk), 
		.count(w3),
		.grst(grst)
	);
	assign count = {w3,w2,w1,w0};
endmodule
`timescale 1ns / 1ps
module hex_to_sseg(
    input wire[3:0] hex,
    output reg[7:0] sseg,  
	 input dp
	 );
	 always @*
	 begin
		case(hex)
			4'h0: sseg[6:0] = 7'b0000001;
			4'h1: sseg[6:0] = 7'b1001111;
			4'h2: sseg[6:0] = 7'b0010010;
			4'h3: sseg[6:0] = 7'b0000110;
			4'h4: sseg[6:0] = 7'b1001100;
			4'h5: sseg[6:0] = 7'b0100100;
			4'h6: sseg[6:0] = 7'b0100000;
			4'h7: sseg[6:0] = 7'b0001111;
			4'h8: sseg[6:0] = 7'b0000000;
			4'h9: sseg[6:0] = 7'b0000100;
			4'ha: sseg[6:0] = 7'b0000010;
			4'hb: sseg[6:0] = 7'b1100000;
			4'hc: sseg[6:0] = 7'b0110001;
			4'hd: sseg[6:0] = 7'b1000010;
			4'he: sseg[6:0] = 7'b0010000;
			4'hf: sseg[6:0] = 7'b0111000;
			default: sseg[6:0] = 7'b111111; 
	 endcase
	 sseg[7] = dp;
	 end
endmodule
File: flow/run.sh
#!/bin/bash
# OpenROAD 26Q1-2900-gdf79404cd8, Yosys 0.63+post, stock flow scripts
make -C /OpenROAD-flow-scripts/flow DESIGN_CONFIG=/design/flow/config.mk WORK_HOME=/design/flow/orfs finish
==> summary.txt <==
Worst stage delay on the critical path - 0.44 ns
Clk buf depth - 2
Hold Slack - 0.499 ns
Port buffer count - 12
Finished Cell Area - 4750 um^2
GPL Wtd Cong - 0.828
Post-CTS Setup Bufs - 0
Worst setup EP type - primary output
Core area - 10,400 um^2
GRT Residual Overflow - 0
Root Driver - clkbuf_8
Chip width - 106 um
Crit share post-route - 71.2%
Antenna Nets Post-Route - 0
Area figure in the yosys stat output - 4300 um^2
MaxCap Viol Count - 0
Outcome - completed
Setup violations, final - 0
Initial antenna violation count - 0
Post-layout minimum cycle time - 4.48 ns
Logic pwr share - 2.6%
Die Y - 106 um
Startpoint Class - flop
Most frequent logic cell in the layout - dfxtp_1
Standard-cell rows - 37
Internal - 811 uW
Largest vdd supply drop - 0.112 mV
TNS Setup - 0 ns
Final core utilization - 45.8%
Post-Syn Area - 4300 um^2
Total GRT Usage - 15.1%
Clock Skew - 0.0128 ns
Initial Utilization - 41.5%
Routed wire length - 7870 um
Drt via density - 5.17
Worst Path Arrival - 3.22 ns
Post-synth ARST share - 0%
Syn Area/Cell - 8.48 um^2
Dominant flop cell - dfxtp_1
Post-DP HPWL - 5400 um
Final routed DRC violation total - 0
Post-synthesis cell type count - 45
Seq share, synth - 38.6%
Top Layout Cells - dfxtp_1, nor2_1, xnor2_1, nand3_1, nand2_1
Req. time, crit path - 5.04 ns
Yosys warning tally - 5
Slowest CP cell - edfxtp_1
CTS resizes - 0
Worst-case reg-to-reg path depth - 7
Yosys Instances - 507
Cells after synthesis - 507
Top-area cell share - 37.3%
Least-Margin Pin Slew - 0.962 ns
WS Path Type - reg -> out
Io pins - 14
Fill cell count - 1,009
P_sw - 207 uW
Per-cell routed wire length - 12.1 um
Layout area overhead - 10.6%
Hold path depth - 2
Clk slew on worst S/H paths - 0.08 ns
Seq pwr share - 52.4%
Clock share of power - 45.0%
Post-synth regs - 82
Ratio of cells with drive above 1 in the final layout - 5.45%
CTS tree - done
Max-slew violation count - 0
Worst-path fanout max - 5
First-pass GRT wire length - 13,900 um
Ant diodes - 0
Fmax - 223 MHz
Vias in the first global route - 3,094
Net Sw Frac - 20.4%
DRT Pass-1 Iters - 6
EDFF count, synth - 2
Cells along the critical path - inv_1 > ha_1 > mux2i_1 > o21ai_0 > mux2i_1 > inv_1 > ha_1 > mux2_2 > a22o_1 > clkdlybuf4s50_1
Clock Latency Late Sink - 0.35 ns
# hold bufs at CTS - 0
CTS buffer count - 9
Clock Sinks - 82
Log Warnings - 37
Pin count of the biggest net entering global routing - 32
Final Hold Viols - 0
Die Area - 11,200 um^2
Cell area after placement - 4510 um^2
H-tree level count - 3
Vias - 3,358
Power Total - 1020 uW
Lkg Pwr - 0.00169 uW
Slew margin rel. - 35.9%
P per Cell Area - 214 nW/um^2
Synth area leader - dfxtp_1
Top cells by area - dfxtp_1, xnor2_1, nor2_1
RSZ-0062 raised after global routing - false
Iteration-0 DRC Markers - 143
Hold Crit Class - reg -> reg
path summary, 6_finish.rpt:
check | endpoint | slack [ns] | startpoint
max | sseg_cathode[3] | 1.82 | cnt[0]
min | BCDCounter_4Dig.counterDigit2.count[3] | 0.50 | BCDCounter_4Dig.counterDigit2.count[1]
max reg2reg | Clock_100Hz.count[28] | 3.90 | Clock_100Hz.count[0]
min reg2reg | BCDCounter_4Dig.counterDigit2.count[3] | 0.50 | BCDCounter_4Dig.counterDigit2.count[1]
cells in the mapped netlist, drive strengths merged (6+ instances only):
cell type / instances
a21oi: 15
and3: 6
buf: 7
clkbuf: 16
dfxtp: 80
ha: 20
inv: 23
mux2i: 14
nand2: 30
nand2b: 6
nand3: 33
nand4: 21
nor2: 75
nor3: 14
nor4: 20
nor4b: 6
o21ai: 8
or3: 6
xnor2: 36
xor2: 26
registers in the layout, indices dropped and copies added (netlist names):
name,flops
BCDCounter_4Dig.counterDigit0.count,4
BCDCounter_4Dig.counterDigit1.count,4
BCDCounter_4Dig.counterDigit2.count,4
BCDCounter_4Dig.counterDigit3.count,4
Clock_100Hz.count,32
Clock_25Hz.count,32
cnt,2
area by class of cell:
cell class,instances,area (um^2),area share [%]
multi-input combinational,379,2460,51.7
sequential,82,1660,35.0
clock inverter,4,98.8,2.08
timing repair buffer,14,135,2.84
inverter,23,86.3,1.82
clock buffer,12,145,3.05
tap,136,170,3.58
through the flow:
step                      setup slack, ns  std cells
final                                1.82        650
after CTS                            1.81        650
after global placement               2.28        634
after global routing                 1.58        650
after detailed placement             2.21        634
after floorplan                      2.76        507
metal layers:
metal | vias to the layer above | track usage, % | part of all wire, %
met5 | - | 0 | 0
met4 | 0 | 1.88 | 1.1
met3 | 7 | 1.89 | 2.9
met2 | 37 | 24.7 | 46
met1 | 1561 | 22.3 | 50
li1 | 1753 | - | -
critical path, delay by kind of cell, from the launching register on:
kind	cells	cell delay (ns)
muxes	3	0.85
buffers and inverters	3	0.69
adders and majority gates	2	0.63
DFF	1	0.44
AOI/OAI and AO/OA	2	0.28
power by group through the flow:
stage / Clock (uW) / Sequential, uW / Combinational [uW]
4_1_cts: 472 / 533 / 27.7
5_1_grt: 494 / 534 / 31.3
6_report: 458 / 533 / 26.9
cells by family (layout without fill, tap and decap cells):
logic type,after synthesis,in the layout,synth area share (%)
buf+inv,46,53,4.22
compound gates,34,34,4.63
other cells,1,1,0.0872
flops,82,82,38.6
simple gates,246,246,30.2
xor+xnor,62,62,12.6
fa+ha+maj,20,20,5.82
mux,16,16,3.78
Power is estimated from default activity; no workload was simulated.
