--- ./config.mk ---
export PLATFORM = sky130hd
export DESIGN_NAME = Counter
export DESIGN_NICKNAME = Counter
export VERILOG_FILES = /design/flow/design.v
export SDC_FILE = /design/flow/constraint.sdc
export NUM_CORES = 4
export LEC_CHECK = 1
export CORE_AREA = 10 10 98 98
export DIE_AREA = 0 0 108 108
--- ./constraint.sdc ---
current_design Counter

set clk_period 12.2
set clk_io_pct 0.2

create_clock -name clk0 -period $clk_period [get_ports {clk}]

set non_clock_inputs [all_inputs -no_clocks]
set_input_delay [expr $clk_period * $clk_io_pct] -clock clk0 $non_clock_inputs
set_output_delay [expr $clk_period * $clk_io_pct] -clock clk0 [all_outputs]
--- ./design.v ---
`timescale 1ns / 1ps
module Counter(
	 input rst,
    input clk,
    input [7:0] sw,
    output [7:0] led
    );
reg [31:0] count;
initial count = 32'b0;
assign led[7:0] = count[31:24];
always @(posedge clk) 
begin
	if(~rst)
		count <= count + sw;
	else
		count <= 0;
end
endmodule
--- ./run.sh ---
#!/bin/bash
# OpenROAD 26Q1-2900-gdf79404cd8, Yosys 0.63+post, stock flow scripts
make -C /OpenROAD-flow-scripts/flow DESIGN_CONFIG=/design/flow/config.mk WORK_HOME=/design/flow/orfs finish
==> deck_impl_summary.md <==
Implementation Results

Yosys
  • Cells after Synth: 187
  • Yosys Warn Count: 1
  • Fraction of registers with async set/reset: 0
  • Top cells by count, synth: 32 x dfxtp_1, 28 x nor2_1, 14 x xnor2_1
  • Yosys stat chip area: 1690 sq um
  • Flops after synth: 32
  • Ys cells: 187
  • Synth Seq Share: 0.380
  • Top-area cell share: 0.380
  • Area leader, netlist: dfxtp_1
  • Synthesized area: 1690 sq um
  • Most common cell in the netlist: dfxtp_1
  • Number of enable flip-flop cells: 0
  • Main flop type: dfxtp_1
  • Largest cells by area: dfxtp_1 38%, xnor2_1 7.3%, nor2_1 6.2%
  • Unique masters post-synth: 40
  • Synthesized area per cell: 9.01 sq um

Placement
  • DP Cell Count: 294
  • # port buffers: 17
  • HPWL after detailed placement: 2180 microns
  • Area after DPL: 1910 sq um
  • Worst slack, placed: 7070 ps
  • RD Place Congestion: 0.778

Critical path
  • CP Max Fanout: 12
  • CP max stage cell: o311ai_2
  • Critical Path End Type: flop
  • Critical Path Start Type: input pin
  • Arr. time, crit path: 4960 ps
  • Critical path's largest stage delay: 680 ps
  • CP Cell Sequence: clkdlybuf4s50_1 > ha_1 > fa_1 > a211oi_1 > o21ai_2 > o311ai_2 > nor3_1 > xnor2_1 > nor2_1
  • Crit path DRT: 12,370 ps
  • Critical setup path kind: in2reg
  • R2r setup slk: 9700 ps

Cells and area
  • Core Util, Final: 0.261
  • Post-Layout Inst Area: 2000 sq um
  • Layout cell share with drive strength beyond 1: 0.0900
  • Max FFs per register: 32
  • Biggest register: count
  • Area growth syn-to-layout: 18.6%
  • Fillers: 810
  • Largest regs: count x32
  • Final std cells w/o fill: 302

Timing
  • Hold_ws: 490 ps
  • Final hold violations: 0
  • Final worst slack: 7410 ps
  • Setup violations, final: 0
  • Final period util: 0.393
  • Clock Skew: 11.1 ps
  • Setup_tns: 0 ps
  • Post-layout min period: 4790 ps
  • Max Slew Vio Count: 0
  • Max_slew headroom: 0.461
  • Slew of the pin with the lowest slew margin: 807 ps
  • Max Clock Freq: 0.209 GHz
  • RSZ-0062 raised after global routing: false

Power
  • Pwr Total: 0.275 mW
  • Worst IR Drop VDD: 78.3 uV
  • Leak: 0.689 nW
  • Pwr per Cell Area: 138 nW/um^2

Clock tree
  • Clock Path Buffers: 2
  • Clock Tree Root: clkbuf_8
  • H-tree depth: 2
  • Cts bufs inserted: 5
  • # resized after CTS: 0
  • Clock-pin slew on the worst setup and hold paths: 70 ps
  • CTS sink cnt: 32
  • Post-CTS setup buffers: 0
  • Post-CTS Hold Fix Bufs: 0
  • TritonCTS clock tree: yes
  • Clock Latency Late Sink: 290 ps

Drt
  • Drt total wl: 3000 microns
  • Antenna fix cells: 0
  • DRC errors left: 0
  • Vias/cell: 4.09
  • Routed via count: 1,236
  • Initial detailed-routing violation count: 50
  • Avg WL per Cell: 9.94 microns
  • DRT Pass-1 Iters: 4
  • Final antenna-violating net count: 0

Global route
  • Vias in the first global route: 1,169
  • First-pass GRT wire length: 5180 microns
  • Pin count of the biggest net entering global routing: 24
  • Initial antenna violation count: 0
  • Total track usage: 0.0520
  • GRT overflow: 0

Floorplan
  • Init Core Util: 0.220
  • FP Rows: 32
  • IO Pins: 18
  • Die area: 11,700 sq um
  • DIE WIDTH: 108 microns
  • Die Height: 108 microns
  • Total core area: 7650 sq um

Outcome
  • Status: finished clean

Worst hold path
  • Hold Crit Class: reg2reg

Run
  • Log Warnings: 25
  • Max-cap violations: 0
==> metal layers <==
layer | vias up | part of all wire | track usage | routed length, microns
met2 | 15 | 0.43 | 0.0793 | 1300
met5 | - | 0 | 0 | 0
met1 | 555 | 0.51 | 0.0739 | 1520
li1 | 664 | - | - | -
met4 | 0 | 0.0070 | 0.00573 | 21
met3 | 2 | 0.053 | 0.0151 | 160
==> critical path: cells and delay by family <==
family,cells,cell delay (ps)
AOI/OAI and AO/OA,3,1120
adders and majority gates,2,640
buffers and inverters,1,400
xor gates and xnor gates,1,180
and+or+nand+nor,2,180
==> final timing paths <==
kind | startpoint | depth (start not counted) | endpoint
max | sw[0] | 9 | count[16]$_SDFF_PP0_
min | count[31]$_SDFF_PP0_ | 2 | count[31]$_SDFF_PP0_
max reg2reg | count[0]$_SDFF_PP0_ | 8 | count[16]$_SDFF_PP0_
min reg2reg | count[31]$_SDFF_PP0_ | 2 | count[31]$_SDFF_PP0_
==> where the power goes <==
group | total, mW | internal (mW) | switching [mW]
clock network | 0.0830 | 0.0404 | 0.0426
logic | 0.0744 | 0.0327 | 0.0416
registers | 0.118 | 0.114 | 0.00361
total | 0.275 | 0.188 | 0.0879
==> cell usage in the layout, fill, tap and decap left out, drive strengths merged, types with 2 or more instances in the layout <==
cell type,count
dfxtp,32
nor2,29
clkdlybuf4s50,17
xnor2,14
o21ai,11
a21oi,11
nand2,10
xor2,9
ha,8
or3,6
nand3,5
nor3,5
clkbuf,5
and3,5
a21o,4
inv,3
o2111ai,3
nor2b,3
o211ai,3
nor3b,2
clkinvlp,2
nand4,2
==> area by class of cell <==
type                    instances  area, sq um  area share
multi-input cells             139          950       0.475
flip-flops and latches         32          641       0.320
repair buffers                 18          178      0.0889
well taps                     102          128      0.0638
clock buffers                   5         68.8      0.0344
clock inverters                 3         23.8      0.0119
inverters                       3         11.3     0.00563
==> cell families after synthesis <==
| logic type | synth area share |
|---|---|
| buffers and inverters | 0.0564 |
| DFF | 0.380 |
| adders and majority gates | 0.0713 |
| AOI/OAI and AO/OA | 0.154 |
| and+or+nand+nor | 0.218 |
| xor gates and xnor gates | 0.120 |
Power and IR drop assume default switching activity.
